File: flow/config.mk
export PLATFORM = sky130hd
export DESIGN_NAME = p4_O_SEQdet
export DESIGN_NICKNAME = p4_O_SEQdet
export VERILOG_FILES = /design/flow/design.v
export SDC_FILE = /design/flow/constraint.sdc
export NUM_CORES = 4
export LEC_CHECK = 1
export CORE_AREA = 10 10 70 70
export DIE_AREA = 0 0 80 80
export SYNTH_HDL_FRONTEND = slang
File: flow/constraint.sdc
current_design p4_O_SEQdet

set clk_period 2.6
set clk_io_pct 0.2

create_clock -name clk0 -period $clk_period [get_ports {clock_i}]

set non_clock_inputs [all_inputs -no_clocks]
set_input_delay [expr $clk_period * $clk_io_pct] -clock clk0 $non_clock_inputs
set_output_delay [expr $clk_period * $clk_io_pct] -clock clk0 [all_outputs]
File: flow/design.v
package constants;
typedef enum  bit [3:0] {S[10]}   state;
typedef enum  bit       {GND,VDD} pwr;
endpackage : constants
module p4_O_SEQdet 
import constants::* ; 
(
    output logic out_o,           
    input  logic in_i,            
    input  logic clock_i,         
    input  logic areset_ni        
);
    state state_q, state_d;
    always_ff @(posedge clock_i or negedge areset_ni) 
    begin : sequential_block
        if (!areset_ni)
            state_q <= S0;
        else
            state_q <= state_d;
    end  : sequential_block
    always_comb 
    begin : next_state_logic
        state_d = state_q;
        unique case (state_q)
            S0: priority if (in_i) state_d = S1; else state_d = S7;
            S1: priority if (in_i) state_d = S2; else state_d = S4;
            S2: priority if (in_i) state_d = S2; else state_d = S3;
            S3: priority if (in_i) state_d = S5; else state_d = S6;
            S4: priority if (in_i) state_d = S5; else state_d = S6;
            S5: priority if (in_i) state_d = S9; else state_d = S4;
            S6: priority if (in_i) state_d = S8; else state_d = S7;
            S7: priority if (in_i) state_d = S8; else state_d = S7;
            S8: priority if (in_i) state_d = S9; else state_d = S4;
            S9: priority if (in_i) state_d = S2; else state_d = S3;
        endcase
    end : next_state_logic
    always_comb
    begin : output_logic
        out_o = GND;   
        unique case (state_q)
            S3,S6: out_o =  in_i;
            S5,S9: out_o = ~in_i;
        endcase
    end : output_logic
endmodule
File: flow/run.sh
#!/bin/bash
# OpenROAD 26Q1-2900-gdf79404cd8, Yosys 0.63+post, stock flow scripts
make -C /OpenROAD-flow-scripts/flow DESIGN_CONFIG=/design/flow/config.mk WORK_HOME=/design/flow/orfs finish
==> impl_metrics.toml <==
# physical design summary
[floorplan]
chipArea_sq_um = 6400
die_h_um = 80
fp_util = 0.111
io_pins = 4
die_w_um = 80
core-area_sq_um = 3420
row_count = 21

[worst_setup_path]
worstPathMaxFanout = 2
reg2reg_slack_ns = 1.16
cp-endpoint = "out_o"
critical_path_required_ns = 2.08
critPathLaunch = "in_i"
rr_worst_depth = 3
crit_arrival_ns = 1.66
reg2reg_from = "state_q[9]"
startpoint_type = "primary input"
endpoint_kind = "output pin"
r2r-end = "state_q[8]"
criticalPathCategory = "primary input to output pin"

[sta]
post-route-min-period_ns = 2.18
max_freq_ghz = 0.459
finalClockPeriodUsage = 0.838
skew_ns = 0.00126
rsz0062_at_grt = "no"
final-setup-viol-count = 0
finalMaxSlewViolations = 0
fin_setup_tns_ns = 0
hold_violations = 0

[power_and_ir_drop]
power.density_nw_per_um2 = 690
leakagePower_nw = 0.216
vdd.ir_drop.worst_mv = 0.298

[layout]
fin_area_sq_um = 505
stdcell_count = 84
seq_area_sq_um = 251
largestRegisters = "state_q x10"
top_register = "state_q"
logic_area_sq_um = 123
largest_register_ffs = 10
area_growth_pct = 33.8
final_core_util = 0.148
nFillCells = 403
drive_gt1_frac = 0.263

[synth]
top_area_cell = "dfrtp_1"
mux_area_frac = 0
ys_cells = 31
synth_flops = 10
topCellsByArea = "dfrtp_1 (60%), dfstp_2 (7.0%), nor2_1 (7.0%)"
synth_area_sq_um = 378
ys_sh_aoi = 0.0596
top_logic_kind = "simple AND/OR/NAND/NOR gates"
ys_sh_adder = 0
top_area_frac = 0.596
synth-simple-area-share = 0.232
yosysWarnings = 0
synth_area_per_cell_sq_um = 12.2
ys_types = 15
yosysChipArea_sq_um = 378
seq_area_frac_synth = 0.666
synth_cells = 31
ys_sh_xor = 0.0232

[route]
via_per_inst = 2.64
insertedDiodeCount = 0
wl_um = 590
firstDrtPassIters = 4
dr_total_vias = 222
drt_drc_violations_left = 0
ant_nets = 0
avgRoutedWirePerCell_um = 7.02
drt_iter0_markers = 3

[clock_tree]
h-tree-depth = 1
clock_path_buffers = 2
insertion_delay_ns = 0.26
clock_sinks = 10
post_cts.repair.setup_buffers = 0
numCtsBuffers = 3
cts-root-buf = "clkbuf_4"
cts_resized = 0
cts_tree = "built"
clk_pin_slew_ns = 0.07
cts_hold_buf = 0

[global_routing]
grt_start_max_net_pins = 11
grt.overflow.total = 0
grt_pass1_wl_um = 1060
antenna_found_initial = 0
grt_usage = 0.0205
grt_pass1_vias = 258

[job]
warning_count = 25
maxCapViolCount = 0

[min_path]
hold_path_class = "flop to flop"

[placed_design]
dp_hpwl_um = 443
place_congestion = 0.754
place_inst = 80
placed_area_sq_um = 469
io_buffers = 3

[status]
status = "finished, final reports clean"
## cell type report
cell class / instances / share of cell area
Multi-Input combinational cell: 20 / 0.243
Tap cell: 46 / 0.114
Clock buffer: 4 / 0.0718
Sequential cell: 10 / 0.498
Timing Repair Buffer: 4 / 0.0743
## worst min path at each step
stage,startpoint,endpoint,slack (ns),cells after the start
after CTS,state_q[5],state_q[3],0.51,1
after global routing,state_q[5],state_q[2],0.53,1
final,state_q[5],state_q[3],0.50,1
## routing by layer
| metal | GRT usage | vias up | part of all wire |
|---|---|---|---|
| li1 | - | 112 | - |
| met1 | 0.0245 | 102 | 0.48 |
| met2 | 0.0281 | 8 | 0.38 |
| met3 | 0.0170 | 0 | 0.13 |
| met4 | 0.00352 | 0 | 0 |
| met5 | 0 | - | 0 |
## through the flow
step                hold WS (ns)  total power [W]  worst slack (ns)
finish                     0.504         0.000349             0.421
global placement           0.475         0.000213             0.400
CTS                        0.505         0.000353             0.406
global route               0.534         0.000366             0.355
detailed placement         0.490         0.000213             0.406
floorplan                  0.224         0.000197              1.22
## critical path, cell delays in order
cell and delay (ns):
clkdlybuf4s50_1 0.52, xnor2_1 0.13, clkdlybuf4s50_1 0.48
## cell families after synthesis
group / count (synthesis)
other cells: 1
buf+inv: 1
simple gates: 15
flops: 10
compound gates: 3
xor+xnor: 1
## cells in the mapped netlist
library cell and n:
xnor2_1 1, nor2_1 7, and2_1 2, dfstp_2 1
clkbuf_1 1, conb_1 1, or4_4 1, o21ba_2 1
a21oi_1 1, and3_1 1, nor4_2 1, o21a_1 1
nor2b_1 2, or2_2 1, dfrtp_1 9
## layout by cell type, fill, tap and decap left out
| cell type | n |
|---|---|
| and2_1 | 2 |
| a21oi_1 | 1 |
| o21ba_2 | 1 |
| o21a_1 | 1 |
| and3_1 | 1 |
| nor2b_1 | 2 |
| clkbuf_4 | 3 |
| clkbuf_8 | 1 |
| nor4_2 | 1 |
| dfstp_2 | 1 |
| conb_1 | 1 |
| dfrtp_1 | 9 |
| xnor2_1 | 1 |
| clkdlybuf4s50_1 | 3 |
| or2_2 | 1 |
| nor2_1 | 7 |
| buf_4 | 1 |
| or4_4 | 1 |
## power breakdown
group          switching, W  internal, W  total (W)
Combinational     0.0000162    0.0000218  0.0000380
Sequential       0.00000548     0.000166   0.000172
Clock             0.0000541    0.0000850   0.000139
No activity file was given, so power comes from the tool's default toggle rates.
